==> /design/flow/design.v <==
module lab3part3(SW, KEY, LEDR, HEX0, HEX1, HEX2, HEX3, HEX4, HEX5);
    input [9:0] SW;
    output [9:0] LEDR;
    input [3:0] KEY;
    output [6:0] HEX0, HEX1, HEX2, HEX3, HEX4, HEX5;
    wire [7:0] ALUout;
    wire [3:0] A, B;
    assign A = SW[7:4];
    assign B = SW[3:0];
    part3 u0 (.A(A), .B(B), .Function(~KEY[2:0]), .ALUout(ALUout));
    hex_decoder HEXB (.c(B), .display(HEX0));
    hex_decoder HEX01 (.c(4'b0), .display(HEX1));
    hex_decoder HEXA (.c(A), .display(HEX2));
    hex_decoder HEX03 (.c(4'b0), .display(HEX3));
    hex_decoder HEXALU4 (.c(ALUout[3:0]), .display(HEX4));
    hex_decoder HEXALU5 (.c(ALUout[7:4]), .display(HEX5));
endmodule
module part3(A, B, Function, ALUout);
	input [7:4] A;
	input [3:0] B;
	input [2:0]	Function; 
	output reg [7:0] ALUout;
	wire [7:0] w0;
	part2 u0(.a(A[7:4]), .b(B[3:0]), .c_in(1'b0), .s(w0[3:0]), .c_out(w0[4]));
	always @(*)
		begin
        case (Function[2:0])
            0: ALUout = {3'b0, w0[4:0]};
            1: ALUout = {4'b0, A} + {4'b0, B};
            2: ALUout = {B[3], B[3], B[3], B[3], B};
            3: ALUout = {7'b0,|{A, B}};
            4: ALUout = {7'b0,&{A, B}};
            5: ALUout = {A, B};
            default: ALUout = 8'b0;
        endcase
	end
endmodule
module hex_decoder(c, display);
	input [3:0] c;
	output [6:0] display;
	assign display [0] = ~((c[3]|c[2]|c[1]|~c[0]) & (c[3]|~c[2]|c[1]|~c[0]) & (~c[3]|c[2]|~c[1]|~c[0]) & (~c[3]|~c[2]|c[1]|~c[0]));
	assign display [1] = ~((c[3]|~c[2]|c[1]|~c[0]) & (c[3]|~c[2]|~c[1]|c[0]) & (~c[3]|c[2]|~c[1]|~c[0]) & (~c[3]|~c[2]|c[1]|c[0]) & (~c[3]|~c[2]|~c[1]|c[0]) & (~c[3]|~c[2]|~c[1]|~c[0]));
	assign display [2] = ~((c[3]|c[2]|~c[1]|c[0]) & (~c[3]|~c[2]|c[1]|c[0]) & (~c[3]|~c[2]|~c[1]|c[0]) & (~c[3]|~c[2]|~c[1]|~c[0]));
	assign display [3] = ~((c[3]|c[2]|c[1]|~c[0]) & (c[3]|~c[2]|c[1]|c[0]) & (c[3]|~c[2]|~c[1]|~c[0]) & (~c[3]|c[2]|~c[1]|c[0]) & (~c[3]|~c[2]|~c[1]|~c[0]));
	assign display [4] = ~((c[3]|c[2]|c[1]|~c[0]) & (c[3]|c[2]|~c[1]|~c[0]) & (c[3]|~c[2]|c[1]|c[0]) & (c[3]|~c[2]|c[1]|~c[0]) & (c[3]|~c[2]|~c[1]|~c[0]) & (~c[3]|c[2]|c[1]|~c[0]));
	assign display [5] = ~((c[3]|c[2]|c[1]|~c[0]) & (c[3]|c[2]|~c[1]|c[0]) & (c[3]|c[2]|~c[1]|~c[0]) & (c[3]|~c[2]|~c[0]) & (~c[3]|~c[2]|c[1]|~c[0]));
	assign display [6] = ~((c[3]|c[2]|c[1]|c[0]) & (c[3]|c[2]|c[1]|~c[0]) & (c[3]|~c[2]|~c[1]|~c[0]) & (c[3]|c[2]|c[1]|c[0]) & (~c[3]|~c[2]|c[1]|c[0]));
endmodule
module fa(a, b, cin, s, cout);
	input a, b, cin;
	output s, cout;
	assign s = a^b^cin;
	assign cout = (a&b)|(a&cin)|(b&cin);
endmodule
module part2(a, b, c_in, s, c_out);
	input[3:0] a, b;
	input c_in;
	output[3:0] s;
   output [3:0] c_out;
	fa u0(a[0], b[0], c_in, s[0], c_out[0]);
	fa u1(a[1], b[1], c_out[0], s[1], c_out[1]);
	fa u2(a[2], b[2], c_out[1], s[2], c_out[2]);
	fa u3(a[3], b[3], c_out[2], s[3], c_out[3]);
endmodule
==> /design/flow/run.sh <==
#!/bin/bash
# OpenROAD 26Q1-2900-gdf79404cd8, Yosys 0.63+post, stock flow scripts
make -C /OpenROAD-flow-scripts/flow DESIGN_CONFIG=/design/flow/config.mk WORK_HOME=/design/flow/orfs finish
==> /design/flow/config.mk <==
export PLATFORM = sky130hd
export DESIGN_NAME = lab3part3
export DESIGN_NICKNAME = lab3part3
export VERILOG_FILES = /design/flow/design.v
export SDC_FILE = /design/flow/constraint.sdc
export NUM_CORES = 4
export LEC_CHECK = 1
export CORE_AREA = 10 10 88 88
export DIE_AREA = 0 0 98 98
==> /design/flow/constraint.sdc <==
current_design lab3part3

set clk_period 4.0
set clk_io_pct 0.2

create_clock -name clk0 -period $clk_period

set non_clock_inputs [all_inputs -no_clocks]
set_input_delay [expr $clk_period * $clk_io_pct] -clock clk0 $non_clock_inputs
set_output_delay [expr $clk_period * $clk_io_pct] -clock clk0 [all_outputs]
==> flow report <==
==========================================================================================
Result of the run ........................................................... finished, final reports clean
Post-detailed-route wirelength per cell .....................................     12.11 um
Leak Pwr ....................................................................    0.9613 nW
Maximum VDD drop ............................................................   0.07786 mV
FF/Latch Area ...............................................................      0 sq um
Initial Util ................................................................       21.20%
Final Hold Violation Tally ..................................................            0
Cell types with the highest counts after synthesis .......................... sky130_fd_sc_hd__nand2_1, sky130_fd_sc_hd__buf_4, sky130_fd_sc_hd__a21oi_1, sky130_fd_sc_hd__o21ai_0, sky130_fd_sc_hd__nor2_1
Share of the clock period used by the worst path ............................       97.78%
Worst Setup Slack, final ....................................................   0.08890 ns
Final WL ....................................................................      4213 um
Cell Area, Synth ............................................................ 0.001255 sq mm
Core Rows ...................................................................           28
Ant. Diodes .................................................................            0
Chip Area ................................................................... 0.009604 sq mm
Placed cell count ...........................................................          332
Sequential cell count .......................................................            0
Area fraction in compound gates after synthesis .............................       32.80%
Hold worst-path end .........................................................      HEX2[3]
Antenna violations before repair ............................................            0
Boundary Pins ...............................................................           66
Final setup viols ...........................................................            0
Post-Synthesis Cells ........................................................          199
Leftover overflow at the end of global routing ..............................            0
Clock Buffer Count ..........................................................            0
Largest fanout of any net on the critical path ..............................           13
Critical Path AT ............................................................      3.11 ns
Type of the worst setup path ................................................ input port to output pin
Min-delay worst type ........................................................ input port to output pin
Proportion of layout cells with a drive suffix above 1 ......................       34.80%
Chip Width ..................................................................        98 um
Synth warn ..................................................................           12
Hold Path Stages ............................................................            4
Largest non-sequential cell family by area .................................. AND-OR/OR-AND gates
Mean number of vias per cell ................................................        4.489
Power per cell area ......................................................... 131.4 mW/mm^2
Wire length of the first global-routing pass ................................      6755 um
Number of iterations in the first detailed-routing pass .....................            4
Crit path capture type ......................................................   output pin
Startpoint of the worst setup timing path ...................................        SW[3]
Setup crit start kind .......................................................   input port
Slew Viols, Final ...........................................................            0
Final non-filler cell total .................................................          348
Via count of the first global-routing pass ..................................         1446
Proportion of synthesized chip area in sequential cells .....................           0%
Initial DRC count ...........................................................          122
Port-buffer cells ...........................................................           39
Share of synthesized cell area in full adder, half adder and majority cells .       7.178%
Area grow syn2layout ........................................................       68.59%
Worst slack after detailed placement ........................................   -0.7226 ns
Most numerous cell in the Yosys netlist ..................................... sky130_fd_sc_hd__nand2_1
Post-detailed-placement half-perimeter wirelength ...........................      3086 um
Vias after detailed routing .................................................         1562
Unrepaired setup endpoints after global routing .............................         true
Count of hold-fix buffers inserted at cts ...................................            0
Cell area after placement ................................................... 0.001863 sq mm
Cells taking the most area after synthesis .................................. sky130_fd_sc_hd__buf_4, sky130_fd_sc_hd__nand2_1, sky130_fd_sc_hd__a21oi_1
And+or+nand+nor area frac ...................................................       31.01%
Worst hold slack across all endpoints .......................................     2.359 ns
Data required time of the worst path ........................................      3.20 ns
Distinct cells, synth .......................................................           52
Mean instance size in the synthesized netlist ...............................  6.306 sq um
Final worst path period need ................................................     3.911 ns
Yosys cell count ............................................................          199
Pin count of the biggest net entering global routing ........................           16
Maximum clock rate ..........................................................    255.7 MHz
Number of maximum-capacitance constraint violations .........................            0
MUX share of area ...........................................................       2.592%
Hold wc startpoint ..........................................................        SW[4]
Cell taking the most area after synthesis ................................... sky130_fd_sc_hd__buf_4
Top-area cell type share of the netlist area ................................       14.36%
Die height ..................................................................        98 um
Yosys stat area ............................................................. 0.001255 sq mm
Post-route cell area ........................................................ 0.002116 sq mm
Count of tool warnings ......................................................           36
Total core area ............................................................. 0.005921 sq mm
XORs/XNORs by Area ..........................................................       4.187%
Placer Congestion ...........................................................       0.8320
Final antenna-violating net count ...........................................            0
Total power draw ............................................................    0.2781 mW
Global router's overall resource usage ......................................       7.818%
Remaining routing DRC violations ............................................            0
==========================================================================================
-- placed cells by master (no fill, tap or decap), types with 5 or more instances in the layout --
| cell | Yosys | layout |
|---|---|---|
| sky130_fd_sc_hd__a21o_1 | 5 | 5 |
| sky130_fd_sc_hd__a21oi_1 | 17 | 11 |
| sky130_fd_sc_hd__a21oi_2 | 0 | 6 |
| sky130_fd_sc_hd__buf_4 | 24 | 44 |
| sky130_fd_sc_hd__clkdlybuf4s50_1 | 0 | 25 |
| sky130_fd_sc_hd__conb_1 | 2 | 24 |
| sky130_fd_sc_hd__nand2_1 | 28 | 27 |
| sky130_fd_sc_hd__nand3_1 | 7 | 7 |
| sky130_fd_sc_hd__nor2_1 | 11 | 10 |
| sky130_fd_sc_hd__o21ai_0 | 16 | 12 |
| sky130_fd_sc_hd__o21ai_1 | 2 | 5 |
-- where the power goes --
part           switching (mW)  total (mW)  leakage [nW]  internal, mW
Clock                       0           0             0             0
Sequential                  0           0             0             0
Combinational           0.119       0.278         0.961         0.159
Total                   0.119       0.278         0.961         0.159
-- worst max path at each step --
stage and end:
4_1_cts HEX4[5], 6_report HEX5[3], 5_1_grt HEX4[3]
-- critical path, stage by stage --
cell and delay, ns:
sky130_fd_sc_hd__clkdlybuf4s50_1 0.50, sky130_fd_sc_hd__buf_4 0.14, sky130_fd_sc_hd__buf_4 0.17, sky130_fd_sc_hd__and4b_1 0.36
sky130_fd_sc_hd__a31oi_2 0.09, sky130_fd_sc_hd__buf_4 0.17, sky130_fd_sc_hd__nand3_1 0.11, sky130_fd_sc_hd__o21ai_0 0.10
sky130_fd_sc_hd__mux2_2 0.26, sky130_fd_sc_hd__clkdlybuf4s50_1 0.40
-- per-stage QoR --
step / util [%] / TNS [ns]
after global routing: 35.74 / -0.1302
after detailed placement: 31.47 / -6.460
final: 35.74 / 0
after global placement: 31.47 / -6.375
after floorplan: - / 0
after CTS: 33.50 / 0
-- timing repair --
| item | in CTS | in global routing |
|---|---|---|
| pin swaps | 13 | 10 |
| setup buffers | 9 | 5 |
| setup endpoints to repair | 14 | 13 |
| cloned | 0 | 2 |
| gates resized | 42 | 33 |
-- cell families after synthesis --
group | Yosys count
AND/OR/NAND/NOR | 71
other | 2
AND-OR/OR-AND | 66
buffers and inverters | 45
XOR/XNOR | 6
multiplexers | 3
adder cells (fa/ha/maj) | 6
-- cell type report --
| cell class | count | area [sq um] |
|---|---|---|
| timing repair buffer | 89 | 777.0 |
| multi-input combinational | 176 | 1215 |
| tap | 75 | 93.84 |
| fill | 595 | 3805 |
| inverter | 8 | 30.03 |
-- layer usage --
layer / global-route usage, % / share of wire (%) / wire length [um]
met1: 10.25 / 46 / 1941
met2: 13.45 / 47 / 1996
met4: 0.2237 / 0.28 / 12
met5: 0 / 0 / 0
met3: 1.707 / 6.2 / 262
Power and IR drop assume default switching activity.
